--- flow/config.mk ---
export PLATFORM = sky130hd
export DESIGN_NAME = pilhaRPN
export DESIGN_NICKNAME = pilhaRPN
export VERILOG_FILES = /design/flow/design.v
export SDC_FILE = /design/flow/constraint.sdc
export NUM_CORES = 4
export LEC_CHECK = 1
export CORE_AREA = 10 10 73 73
export DIE_AREA = 0 0 83 83
--- flow/constraint.sdc ---
current_design pilhaRPN

set clk_period 1.5
set clk_io_pct 0.2

create_clock -name clk0 -period $clk_period [get_ports {clk}]

set non_clock_inputs [all_inputs -no_clocks]
set_input_delay [expr $clk_period * $clk_io_pct] -clock clk0 $non_clock_inputs
set_output_delay [expr $clk_period * $clk_io_pct] -clock clk0 [all_outputs]
--- flow/design.v ---
module flipflopD (
    input D,
    input clk,
    input rst,
    output reg Q
);
    always @(posedge clk or posedge rst) begin
        if (rst)
            Q <= 1'b0;
        else
            Q <= D;
    end
endmodule
module debouncer (
    input btn_in,
    input clk,
    input rst,
    output btn_out  
);
    wire sincro1, sincro2;
    flipflopD ff_sincro1 (.D(btn_in), .clk(clk), .rst(rst), .Q(sincro1));
    flipflopD ff_sincro2 (.D(sincro1),  .clk(clk), .rst(rst), .Q(sincro2));
    wire [9:0] reg_desloc; 
    flipflopD ff_shift0 (.D(sincro2), .clk(clk), .rst(rst), .Q(reg_desloc[0]));
    flipflopD ff_shift1 (.D(reg_desloc[0]), .clk(clk), .rst(rst), .Q(reg_desloc[1]));
    flipflopD ff_shift2 (.D(reg_desloc[1]), .clk(clk), .rst(rst), .Q(reg_desloc[2]));
    flipflopD ff_shift3 (.D(reg_desloc[2]), .clk(clk), .rst(rst), .Q(reg_desloc[3]));
    flipflopD ff_shift4 (.D(reg_desloc[3]), .clk(clk), .rst(rst), .Q(reg_desloc[4]));
    flipflopD ff_shift5 (.D(reg_desloc[4]), .clk(clk), .rst(rst), .Q(reg_desloc[5]));
    flipflopD ff_shift6 (.D(reg_desloc[5]), .clk(clk), .rst(rst), .Q(reg_desloc[6]));
    flipflopD ff_shift7 (.D(reg_desloc[6]), .clk(clk), .rst(rst), .Q(reg_desloc[7]));
    flipflopD ff_shift8 (.D(reg_desloc[7]), .clk(clk), .rst(rst), .Q(reg_desloc[8]));
    flipflopD ff_shift9 (.D(reg_desloc[8]), .clk(clk), .rst(rst), .Q(reg_desloc[9]));
    wire w0, w1, w2, w3, w4;
    wire w5, w6; 
    wire w7; 
    wire w8; 
    and a0(w0, reg_desloc[0], reg_desloc[1]); 
    and a1(w1, reg_desloc[2], reg_desloc[3]);
    and a2(w2, reg_desloc[4], reg_desloc[5]); 
    and a3(w3, reg_desloc[6], reg_desloc[7]);
    and a4(w4, reg_desloc[8], reg_desloc[9]); 
    and b0(w5, w0, w1); 
    and b1(w6, w2, w3); 
    and c0(w7, w5, w6);
    and d0(w8, w7, w4);  
    wire sinal_estavel;
    or final_buffer(sinal_estavel, w8, 1'b0);  
    wire estavel_ant, n_estavel_ant;
    flipflopD ff_prev (.D(sinal_estavel), .clk(clk), .rst(rst), .Q(estavel_ant));
    not not_prev (n_estavel_ant, estavel_ant);
    and pulso (btn_out, sinal_estavel, n_estavel_ant);  
endmodule
module registrador3b (
     input [2:0] D, 
     input clk, 
     input rst, 
     input habilita, 
     output [2:0] Q
);
    wire n_habilita; 
    wire [2:0] d_g, q_g, d_final; 
    not n1(n_habilita, habilita);
    and a0(d_g[0],D[0],habilita); 
    and a1(q_g[0],Q[0],n_habilita); 
    or o0(d_final[0],d_g[0],q_g[0]); 
    flipflopD ff0(.D(d_final[0]),.clk(clk),.rst(rst),.Q(Q[0]));
    and a2(d_g[1],D[1],habilita); 
    and a3(q_g[1],Q[1],n_habilita); 
    or o1(d_final[1],d_g[1],q_g[1]); 
    flipflopD ff1(.D(d_final[1]),.clk(clk),.rst(rst),.Q(Q[1]));
    and a4(d_g[2],D[2],habilita); 
    and a5(q_g[2],Q[2],n_habilita); 
    or o2(d_final[2],d_g[2],q_g[2]); 
    flipflopD ff2(.D(d_final[2]),.clk(clk),.rst(rst),.Q(Q[2]));
endmodule
module registrador8b (
     input [7:0] D, 
     input clk, 
     input rst, 
     input habilita, 
     output [7:0] Q);
    wire n_habilita; 
     wire [7:0] d_g, q_g, d_final; 
     not n1(n_habilita, habilita);
    and a0(d_g[0],D[0],habilita); 
     and a1(q_g[0],Q[0],n_habilita); 
     or o0(d_final[0],d_g[0],q_g[0]); 
     flipflopD ff0(.D(d_final[0]),.clk(clk),.rst(rst),.Q(Q[0]));
    and a2(d_g[1],D[1],habilita); 
     and a3(q_g[1],Q[1],n_habilita); 
     or o1(d_final[1],d_g[1],q_g[1]); 
     flipflopD ff1(.D(d_final[1]),.clk(clk),.rst(rst),.Q(Q[1]));
    and a4(d_g[2],D[2],habilita); 
     and a5(q_g[2],Q[2],n_habilita); 
     or o2(d_final[2],d_g[2],q_g[2]); 
     flipflopD ff2(.D(d_final[2]),.clk(clk),.rst(rst),.Q(Q[2]));
    and a6(d_g[3],D[3],habilita); 
     and a7(q_g[3],Q[3],n_habilita); 
     or o3(d_final[3],d_g[3],q_g[3]); 
     flipflopD ff3(.D(d_final[3]),.clk(clk),.rst(rst),.Q(Q[3]));
    and a8(d_g[4],D[4],habilita); 
     and a9(q_g[4],Q[4],n_habilita); 
     or o4(d_final[4],d_g[4],q_g[4]); 
     flipflopD ff4(.D(d_final[4]),.clk(clk),.rst(rst),.Q(Q[4]));
    and a10(d_g[5],D[5],habilita); 
     and a11(q_g[5],Q[5],n_habilita); 
     or o5(d_final[5],d_g[5],q_g[5]); 
     flipflopD ff5(.D(d_final[5]),.clk(clk),.rst(rst),.Q(Q[5]));
    and a12(d_g[6],D[6],habilita); 
     and a13(q_g[6],Q[6],n_habilita); 
     or o6(d_final[6],d_g[6],q_g[6]); 
     flipflopD ff6(.D(d_final[6]),.clk(clk),.rst(rst),.Q(Q[6]));
    and a14(d_g[7],D[7],habilita); 
     and a15(q_g[7],Q[7],n_habilita); 
     or o7(d_final[7],d_g[7],q_g[7]); 
     flipflopD ff7(.D(d_final[7]),.clk(clk),.rst(rst),.Q(Q[7]));
endmodule
module registrador16b (
       input [15:0] D, 
     input clk, 
      input rst, 
     input habilita, 
     output [15:0] Q);
    wire n_habilita; 
     wire [15:0] d_g, q_g, d_final; 
     not n1(n_habilita, habilita);
    and a0(d_g[0],D[0],habilita); 
     and a1(q_g[0],Q[0],n_habilita); 
     or o0(d_final[0],d_g[0],q_g[0]); 
     flipflopD ff0(.D(d_final[0]),.clk(clk),.rst(rst),.Q(Q[0]));
    and a2(d_g[1],D[1],habilita); 
     and a3(q_g[1],Q[1],n_habilita); 
     or o1(d_final[1],d_g[1],q_g[1]); 
     flipflopD ff1(.D(d_final[1]),.clk(clk),.rst(rst),.Q(Q[1]));
    and a4(d_g[2],D[2],habilita); 
     and a5(q_g[2],Q[2],n_habilita); 
     or o2(d_final[2],d_g[2],q_g[2]); 
     flipflopD ff2(.D(d_final[2]),.clk(clk),.rst(rst),.Q(Q[2]));
    and a6(d_g[3],D[3],habilita); 
     and a7(q_g[3],Q[3],n_habilita); 
     or o3(d_final[3],d_g[3],q_g[3]); 
     flipflopD ff3(.D(d_final[3]),.clk(clk),.rst(rst),.Q(Q[3]));
    and a8(d_g[4],D[4],habilita); 
     and a9(q_g[4],Q[4],n_habilita); 
     or o4(d_final[4],d_g[4],q_g[4]); 
     flipflopD ff4(.D(d_final[4]),.clk(clk),.rst(rst),.Q(Q[4]));
    and a10(d_g[5],D[5],habilita); 
     and a11(q_g[5],Q[5],n_habilita); 
     or o5(d_final[5],d_g[5],q_g[5]); 
     flipflopD ff5(.D(d_final[5]),.clk(clk),.rst(rst),.Q(Q[5]));
    and a12(d_g[6],D[6],habilita); 
     and a13(q_g[6],Q[6],n_habilita); 
     or o6(d_final[6],d_g[6],q_g[6]); 
     flipflopD ff6(.D(d_final[6]),.clk(clk),.rst(rst),.Q(Q[6]));
    and a14(d_g[7],D[7],habilita); 
     and a15(q_g[7],Q[7],n_habilita); 
     or o7(d_final[7],d_g[7],q_g[7]); 
     flipflopD ff7(.D(d_final[7]),.clk(clk),.rst(rst),.Q(Q[7]));
    and a16(d_g[8],D[8],habilita); 
     and a17(q_g[8],Q[8],n_habilita); 
     or o8(d_final[8],d_g[8],q_g[8]); 
     flipflopD ff8(.D(d_final[8]),.clk(clk),.rst(rst),.Q(Q[8]));
    and a18(d_g[9],D[9],habilita); 
     and a19(q_g[9],Q[9],n_habilita); 
     or o9(d_final[9],d_g[9],q_g[9]); 
     flipflopD ff9(.D(d_final[9]),.clk(clk),.rst(rst),.Q(Q[9]));
    and a20(d_g[10],D[10],habilita); 
     and a21(q_g[10],Q[10],n_habilita); 
     or o10(d_final[10],d_g[10],q_g[10]); 
     flipflopD ff10(.D(d_final[10]),.clk(clk),.rst(rst),.Q(Q[10]));
    and a22(d_g[11],D[11],habilita); 
     and a23(q_g[11],Q[11],n_habilita); 
     or o11(d_final[11],d_g[11],q_g[11]); 
     flipflopD ff11(.D(d_final[11]),.clk(clk),.rst(rst),.Q(Q[11]));
    and a24(d_g[12],D[12],habilita); 
     and a25(q_g[12],Q[12],n_habilita); 
     or o12(d_final[12],d_g[12],q_g[12]); 
     flipflopD ff12(.D(d_final[12]),.clk(clk),.rst(rst),.Q(Q[12]));
    and a26(d_g[13],D[13],habilita); 
     and a27(q_g[13],Q[13],n_habilita); 
     or o13(d_final[13],d_g[13],q_g[13]); 
     flipflopD ff13(.D(d_final[13]),.clk(clk),.rst(rst),.Q(Q[13]));
    and a28(d_g[14],D[14],habilita); 
     and a29(q_g[14],Q[14],n_habilita); 
     or o14(d_final[14],d_g[14],q_g[14]); 
     flipflopD ff14(.D(d_final[14]),.clk(clk),.rst(rst),.Q(Q[14]));
    and a30(d_g[15],D[15],habilita); 
     and a31(q_g[15],Q[15],n_habilita); 
     or o15(d_final[15],d_g[15],q_g[15]); 
     flipflopD ff15(.D(d_final[15]),.clk(clk),.rst(rst),.Q(Q[15]));
endmodule
module registrador1b (
     input D,          
     input clk,        
     input rst,        
     input habilita,   
     output Q         
);
    wire n_habilita;  
    wire d_g;         
    wire q_g;         
    wire d_final;     
    not n1(n_habilita, habilita);
    and a0(d_g, D, habilita); 
    and a1(q_g, Q, n_habilita); 
    or  o0(d_final, d_g, q_g); 
    flipflopD ff0(.D(d_final), .clk(clk), .rst(rst), .Q(Q));
endmodule
module pilhaRPN(
    input [7:0] D,        
    input clk,
    input rst,
    input habilitaA,      
    input habilitaB,      
    output [7:0] saidaA,  
    output [7:0] saidaB   
);
    wire enable_reg_B;
    or or_enable_B(enable_reg_B, habilitaA, habilitaB);
    registrador8b reg_A(.D(saidaB),.clk(clk),.rst(rst),.habilita(habilitaB),.Q(saidaA));
    registrador8b reg_B(.D(D),.clk(clk),.rst(rst),.habilita(enable_reg_B),.Q(saidaB));
endmodule
--- flow/run.sh ---
#!/bin/bash
# OpenROAD 26Q1-2900-gdf79404cd8, Yosys 0.63+post, stock flow scripts
make -C /OpenROAD-flow-scripts/flow DESIGN_CONFIG=/design/flow/config.mk WORK_HOME=/design/flow/orfs finish
==> summary.txt <==
Physical implementation.

- Summed over all instances, the cell type with the most area after synthesis is sky130_fd_sc_hd__dfrtp_1.
- The final report lists the setup-violating endpoint count as 0.
- In the floorplan report the effective utilization is 0.197.
- The pin count of the biggest net entering global routing is 11.
- The count of final hold-check violations is 0.
- Between the synthesized netlist and the finished layout, the area growth was recorded as 40.3%.
- The report shows a maximum critical-path fanout of 3.
- Per the synth log, the flip-flop and latch total comes to 16.
- Max-slew check failures listed in the final report amount to 0.
- In the setup report, the worst path falls into the class flip-flop to output pin.
- The number of warnings reported in the stage logs is 25.
- The initial antenna violation count is 0.
- The buffer cell driving the clock tree root is sky130_fd_sc_hd__clkbuf_8.
- The aggregate global-route resource usage is 0.0490.
- The warning tally printed by Yosys for this design is 1.
- The number of standard cells reported by yosys is between 50 and 60.
- The half-perimeter wire length after placement is 1.32 mm.
- In the final layout, the share of cells above drive strength 1 is 0.362.
- The post-cts repair resize count is 0.
- The switching share of power is 0.201.
- The flow ran to the end, and the final reports show no timing, DRC or antenna violations.
- Post-route period utilization is reported as 0.928.
- The leakage power total is roughly 0.42 nW.
- The remaining number of nets flagged by the antenna check after routing is 0.
- At the worst endpoint, the arrival time is 1090 ps.
- The aggregate negative setup slack is 0 ps.
- The routability congestion estimate from global placement is approximately 0.71.
- The clock tree from TritonCTS is built.
- The TritonCTS sink count is 16.
- Ranked by total cell area, the synthesized netlist is headed by sky130_fd_sc_hd__dfrtp_1 (54%), sky130_fd_sc_hd__mux2_2 (24%), sky130_fd_sc_hd__buf_4 (16%).
- The area of the synthesized netlist per yosys stat is 736 µm².
- The internal portion of the total power is 864 µW.
- The kind of cell with the highest combined delay on the critical path is buffers and inverters.
- The mean post-synth cell area is 14.4 µm².
- The number of different library cells used by synthesis comes to 6.
- The total number of placement rows is 22.
- Counting every instance in the synthesized netlist gives between 50 and 60.
- Dividing the detail-routed via count by the number of cells gives 3.50.
- The via count of the first global-routing pass came to 479.
- The commonest cells after synthesis are sky130_fd_sc_hd__buf_4 (16), sky130_fd_sc_hd__dfrtp_1 (16), sky130_fd_sc_hd__mux2_2 (16).
- The synthesized netlist occupies a cell area of 736 µm².
- The total power after layout is 1.08 mW.
- For this run, the leading register cell type out of synthesis is sky130_fd_sc_hd__dfrtp_1.
- The clock period could shrink to 1390 ps.
- The number of max-cap violations is 0.
- The top cell type's share of synthesized area is 0.544.
- The power report attributes to the clock group a share of 0.351.
- Clock tree synthesis inserted a total of 3 buffers.
- The worst slack on hold paths is 309 ps.
- The register share of total power is 0.467.
- In this run the tool buffered the top-level ports with 27 buffer cells.
- The post-synth count of flops with an enable pin is 0.
- Static timing analysis puts the maximum clock frequency at 718 MHz.
- The buffering stage count on the worst path with inverters included is 1.
- Per the CTS log, the buffer count on the longest clock path is 2.
- The number of DRC violations after detailed routing is 0.
- After the flow finishes, the layout carries non-filler instances totaling 117.
- For this design, the slowest cell found on the critical path is sky130_fd_sc_hd__clkdlybuf4s50_1.
- Antenna repair during routing inserted a diode count of 0.
- The flow reported a cell area power density of 1050 nW/µm².
- Once layout is complete, the utilization of the core stands at 0.276.
- The worst supply voltage drop on vdd is 0.000515 V.
- STA classifies the critical path startpoint as a flip-flop.
- The worst-case headroom to the max-slew limit is 0.790.
- The number of primary I/O pins is 28.
- Setup repair after global routing left no endpoint under its margin.
- The measured slew at the worst slew-check pin is 314 ps.
- The count of buffers added by post-CTS timing repair for setup is 0.
- The core region is 3740 µm².
- Wires add up to about 1.6 mm.
- In this run the vertical extent of the chip is 83 µm.
- The overall via count from detail_route is 410.
- The first global-routing pass estimated 2.73 mm of wire.
- The longest individual stage delay on the worst path is 480 ps.
- The violation count after the first detailed-route iteration is 0.
- The switching power is 217 µW.
- Yosys reported that registers with async set or reset make up 1.00.
- The filler cells instantiated in the layout total 413.
- After detailed placement, the design holds a cell count of 113.
- The largest clock skew in the final design is 1.62 ps.
- The register area share after synthesis is 0.544.
- The share of total power dissipated in combinational logic is 0.182.
- Per the detail_route report, routed wire per instance is 13.7 µm.
- For this design, the CTS-stage hold fixing added 0 buffers.
- The critical path required time is 1200 ps.
- The clock input transition at the sequential cells of the worst setup and hold paths is 60 ps.
- According to the floorplan report, the total die area is between 6000 and 7000 µm².
- The critical path goes through clkdlybuf4s50_1.
- The nature of the critical path endpoint is an output pin.
- Checking hold timing, the worst path is listed with class primary input to asynchronous set/reset pin.
- The number of H-tree levels is 1.
- The overall die width is 83 µm.
- The overall overflow remaining after global route is 0.
- For this run, the detailed router's first-pass iteration total came to 1.
- The insertion delay to the later sink of the worst-skew pair is 250 ps.
-- power groups by stage --
stage         clock network, mW  registers [mW]  logic (mW)
finish                    0.380           0.504       0.197
global route              0.426           0.513       0.217
CTS                       0.407           0.505       0.205
-- kinds of logic (layout without fill, tap and decap cells) --
kind of cell | after synthesis | count (layout) | share of synthesized area
buffers and inverters | 18 | 36 | 0.184
and+or+nand+nor | 1 | 1 | 0.0272
muxes | 16 | 16 | 0.245
DFF | 16 | 16 | 0.544
-- stage by stage --
stage	instance area, µm²	setup WS [ps]
5_1_grt	1030	29.8
2_1_floorplan	736	464
6_report	1030	107
3_5_place_dp	977	-52.2
3_3_place_gp	977	-54.1
4_1_cts	1030	81.9
-- path summary, 6_finish.rpt --
kind	startpoint	endpoint	slack, ps	cells past startpoint
worst min-delay path	rst	asynchronous set/reset pin	310	2
worst max register to register	flip-flop	flip-flop	730	1
worst min register to register	flip-flop	flip-flop	500	1
min in group clk0	flip-flop	flip-flop	500	1
worst max-delay path	flip-flop	saidaB[2]	110	1
max in group asynchronous	rst	asynchronous set/reset pin	840	3
-- layer usage --
metal / global-route usage / share of wire
met1: 0.0607 / 0.43
met2: 0.0775 / 0.47
met3: 0.0256 / 0.087
met4: 0.00308 / 0.0075
met5: 0 / 0
-- final cells by class --
cell class                      instances  area (µm²)  share of cell area
Inverter                                1        3.75             0.00364
Sequential cell                        16         400               0.388
Tap cell                               48        60.1              0.0582
Timing Repair Buffer                   31         313               0.303
Clock buffer                            4        55.1              0.0533
Multi-Input combinational cell         17         200               0.194
-- cell usage in the layout (no fill, tap or decap) --
cell type                         synthesis  final
sky130_fd_sc_hd__clkbuf_8                 0      4
sky130_fd_sc_hd__dfrtp_1                 16     16
sky130_fd_sc_hd__buf_4                   16      3
sky130_fd_sc_hd__inv_1                    1      1
sky130_fd_sc_hd__mux2_2                  16     16
sky130_fd_sc_hd__clkdlybuf4s50_1          0     27
sky130_fd_sc_hd__buf_12                   0      1
sky130_fd_sc_hd__nor2_8                   1      1
Power is estimated from default activity; no workload was simulated.
