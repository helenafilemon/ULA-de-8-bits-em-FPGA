`flow/run.sh`:
```
#!/bin/bash
# OpenROAD 26Q1-2900-gdf79404cd8, Yosys 0.63+post, stock flow scripts
make -C /OpenROAD-flow-scripts/flow DESIGN_CONFIG=/design/flow/config.mk WORK_HOME=/design/flow/orfs finish
```
`flow/config.mk`:
```
export PLATFORM = sky130hd
export DESIGN_NAME = mux8bOP
export DESIGN_NICKNAME = mux8bOP
export VERILOG_FILES = /design/flow/design.v
export SDC_FILE = /design/flow/constraint.sdc
export NUM_CORES = 4
export LEC_CHECK = 1
export CORE_AREA = 10 10 70 70
export DIE_AREA = 0 0 80 80
```
`flow/constraint.sdc`:
```
current_design mux8bOP

set clk_period 1.0
set clk_io_pct 0.2

create_clock -name clk0 -period $clk_period

set non_clock_inputs [all_inputs -no_clocks]
set_input_delay [expr $clk_period * $clk_io_pct] -clock clk0 $non_clock_inputs
set_output_delay [expr $clk_period * $clk_io_pct] -clock clk0 [all_outputs]
```
`flow/design.v`:
```
module mux2para1_1b(
    input i0, i1, sel, 
    output out);
    wire nsel, f1, f2; 
    not n1(nsel,sel); 
    and a1(f1,i0,nsel); 
    and a2(f2,i1,sel); 
    or o1(out,f1,f2);
endmodule
module mux2para1_8b(
    input [7:0] i0, i1, 
    input sel, 
    output [7:0] out);
    mux2para1_1b m0(.i0(i0[0]),.i1(i1[0]),.sel(sel),.out(out[0])); 
    mux2para1_1b m1(.i0(i0[1]),.i1(i1[1]),.sel(sel),.out(out[1]));
    mux2para1_1b m2(.i0(i0[2]),.i1(i1[2]),.sel(sel),.out(out[2])); 
    mux2para1_1b m3(.i0(i0[3]),.i1(i1[3]),.sel(sel),.out(out[3]));
    mux2para1_1b m4(.i0(i0[4]),.i1(i1[4]),.sel(sel),.out(out[4])); 
    mux2para1_1b m5(.i0(i0[5]),.i1(i1[5]),.sel(sel),.out(out[5]));
    mux2para1_1b m6(.i0(i0[6]),.i1(i1[6]),.sel(sel),.out(out[6])); 
    mux2para1_1b m7(.i0(i0[7]),.i1(i1[7]),.sel(sel),.out(out[7]));
endmodule
module mux16b_2para1 (
    input [15:0] i0, i1, 
    input sel, 
    output [15:0] out);
    mux2para1_1b m0(.i0(i0[0]),.i1(i1[0]),.sel(sel),.out(out[0])); 
    mux2para1_1b m1(.i0(i0[1]),.i1(i1[1]),.sel(sel),.out(out[1]));
    mux2para1_1b m2(.i0(i0[2]),.i1(i1[2]),.sel(sel),.out(out[2])); 
    mux2para1_1b m3(.i0(i0[3]),.i1(i1[3]),.sel(sel),.out(out[3]));
    mux2para1_1b m4(.i0(i0[4]),.i1(i1[4]),.sel(sel),.out(out[4])); 
    mux2para1_1b m5(.i0(i0[5]),.i1(i1[5]),.sel(sel),.out(out[5]));
    mux2para1_1b m6(.i0(i0[6]),.i1(i1[6]),.sel(sel),.out(out[6])); 
    mux2para1_1b m7(.i0(i0[7]),.i1(i1[7]),.sel(sel),.out(out[7]));
    mux2para1_1b m8(.i0(i0[8]),.i1(i1[8]),.sel(sel),.out(out[8])); 
    mux2para1_1b m9(.i0(i0[9]),.i1(i1[9]),.sel(sel),.out(out[9]));
    mux2para1_1b m10(.i0(i0[10]),.i1(i1[10]),.sel(sel),.out(out[10])); 
    mux2para1_1b m11(.i0(i0[11]),.i1(i1[11]),.sel(sel),.out(out[11]));
    mux2para1_1b m12(.i0(i0[12]),.i1(i1[12]),.sel(sel),.out(out[12])); 
    mux2para1_1b m13(.i0(i0[13]),.i1(i1[13]),.sel(sel),.out(out[13]));
    mux2para1_1b m14(.i0(i0[14]),.i1(i1[14]),.sel(sel),.out(out[14])); 
    mux2para1_1b m15(.i0(i0[15]),.i1(i1[15]),.sel(sel),.out(out[15]));
endmodule
module mux8bOP(
    input [7:0] in_soma, in_sub, in_multi, in_div, in_and, in_or, in_xor, in_not,
    input sel_soma, sel_sub, sel_multi, sel_div, sel_and, sel_or, sel_xor, sel_not,
    output [7:0] S
);
    wire [7:0] s_soma, s_sub, s_multi, s_div, s_and, s_or, s_xor, s_not;
    and(s_soma[0], sel_soma, in_soma[0]);
    and(s_sub[0], sel_sub, in_sub[0]);
    and(s_multi[0], sel_multi, in_multi[0]);
    and(s_div[0], sel_div, in_div[0]);
    and(s_and[0], sel_and, in_and[0]);
    and(s_or[0], sel_or, in_or[0]);
    and(s_xor[0], sel_xor, in_xor[0]);
    and(s_not[0], sel_not, in_not[0]);
    or(S[0], s_soma[0], s_sub[0], s_multi[0], s_div[0], s_and[0], s_or[0], s_xor[0], s_not[0]);
    and(s_soma[1], sel_soma, in_soma[1]);
    and(s_sub[1], sel_sub, in_sub[1]);
    and(s_multi[1], sel_multi, in_multi[1]);
    and(s_div[1], sel_div, in_div[1]);
    and(s_and[1], sel_and, in_and[1]);
    and(s_or[1], sel_or, in_or[1]);
    and(s_xor[1], sel_xor, in_xor[1]);
    and(s_not[1], sel_not, in_not[1]);
    or(S[1], s_soma[1], s_sub[1], s_multi[1], s_div[1], s_and[1], s_or[1], s_xor[1], s_not[1]);
    and(s_soma[2], sel_soma, in_soma[2]);
    and(s_sub[2], sel_sub, in_sub[2]);
    and(s_multi[2], sel_multi, in_multi[2]);
    and(s_div[2], sel_div, in_div[2]);
    and(s_and[2], sel_and, in_and[2]);
    and(s_or[2], sel_or, in_or[2]);
    and(s_xor[2], sel_xor, in_xor[2]);
    and(s_not[2], sel_not, in_not[2]);
    or(S[2], s_soma[2], s_sub[2], s_multi[2], s_div[2], s_and[2], s_or[2], s_xor[2], s_not[2]);
    and(s_soma[3], sel_soma, in_soma[3]);
    and(s_sub[3], sel_sub, in_sub[3]);
    and(s_multi[3], sel_multi, in_multi[3]);
    and(s_div[3], sel_div, in_div[3]);
    and(s_and[3], sel_and, in_and[3]);
    and(s_or[3], sel_or, in_or[3]);
    and(s_xor[3], sel_xor, in_xor[3]);
    and(s_not[3], sel_not, in_not[3]);
    or(S[3], s_soma[3], s_sub[3], s_multi[3], s_div[3], s_and[3], s_or[3], s_xor[3], s_not[3]);
    and(s_soma[4], sel_soma, in_soma[4]);
    and(s_sub[4], sel_sub, in_sub[4]);
    and(s_multi[4], sel_multi, in_multi[4]);
    and(s_div[4], sel_div, in_div[4]);
    and(s_and[4], sel_and, in_and[4]);
    and(s_or[4], sel_or, in_or[4]);
    and(s_xor[4], sel_xor, in_xor[4]);
    and(s_not[4], sel_not, in_not[4]);
    or(S[4], s_soma[4], s_sub[4], s_multi[4], s_div[4], s_and[4], s_or[4], s_xor[4], s_not[4]);
    and(s_soma[5], sel_soma, in_soma[5]);
    and(s_sub[5], sel_sub, in_sub[5]);
    and(s_multi[5], sel_multi, in_multi[5]);
    and(s_div[5], sel_div, in_div[5]);
    and(s_and[5], sel_and, in_and[5]);
    and(s_or[5], sel_or, in_or[5]);
    and(s_xor[5], sel_xor, in_xor[5]);
    and(s_not[5], sel_not, in_not[5]);
    or(S[5], s_soma[5], s_sub[5], s_multi[5], s_div[5], s_and[5], s_or[5], s_xor[5], s_not[5]);
    and(s_soma[6], sel_soma, in_soma[6]);
    and(s_sub[6], sel_sub, in_sub[6]);
    and(s_multi[6], sel_multi, in_multi[6]);
    and(s_div[6], sel_div, in_div[6]);
    and(s_and[6], sel_and, in_and[6]);
    and(s_or[6], sel_or, in_or[6]);
    and(s_xor[6], sel_xor, in_xor[6]);
    and(s_not[6], sel_not, in_not[6]);
    or(S[6], s_soma[6], s_sub[6], s_multi[6], s_div[6], s_and[6], s_or[6], s_xor[6], s_not[6]);
    and(s_soma[7], sel_soma, in_soma[7]);
    and(s_sub[7], sel_sub, in_sub[7]);
    and(s_multi[7], sel_multi, in_multi[7]);
    and(s_div[7], sel_div, in_div[7]);
    and(s_and[7], sel_and, in_and[7]);
    and(s_or[7], sel_or, in_or[7]);
    and(s_xor[7], sel_xor, in_xor[7]);
    and(s_not[7], sel_not, in_not[7]);
    or(S[7], s_soma[7], s_sub[7], s_multi[7], s_div[7], s_and[7], s_or[7], s_xor[7], s_not[7]);
endmodule
```
==> GITHUB_STEP_SUMMARY <==
## PnR job results

| Metric | Value |
|---|---|
| 1st-iter DRT viols | 15 |
| Final setup vio count | 0 |
| Power Dens Cells | approximately 370 mW/mm2 |
| Gr usage total | 9.17% |
| Crit start category | input pin |
| Combinational share of power | 100.0% |
| Critical Path End Type | output port |
| YS chip area | 379 um2 |
| Kind of critical path | input pin to output port |
| Core Region | 0.00342 mm2 |
| Outcome | completed |
| Initial antenna violation count | 0 |
| Min Clock Period, post-route | between 0.9 and 1 ns |
| Buf/Inv on CP | 3 |
| Relative slew slack | 88.1% |
| First-pass GRT wire length | 4660 um |
| Reg area | 0 um2 |
| Vias in the first global route | between 800 and 900 |
| P_sw | 0.000159 W |
| Max Cap Viol | 0 |
| Max VDD drop | 0.110 mV |
| Chip footprint | ~0.0064 mm2 |
| Top cell type by total area after synthesis | a22oi_1 |
| Post-route cell area | 0.00120 mm2 |
| Flop pwr share | 0% |
| Distinct lib cells used | 6 |
| Init Core Util | between 10% and 20% |
| Sw Ratio | 35.9% |
| Area leader share | approximately 57% |
| Synth Instances | 48 |
| Largest net degree at the start of global routing | 9 |
| Detail Route Antenna Nets | 0 |
| WL per Instance | 18.1 um |
| F_max | 1020 MHz |
| I/O Pins | ~80 |
| Die width | 80 um |
| Wire length on met3 | 174 um |
| Hold slack final | 0.715 ns |
| Uppermost routed layer | met3 |
| First-pass DRT Iterations | 4 |
| DP Wirelength | 2810 um |
| IO buf count | 80 |
| Cells on Worst Hold Path | 4 |
| Tightest Pin Transition | about 0.18 ns |
| Routed via count | 755 |
| Clk pwr share | 0% |
| Cell area leaders | a22oi_1, buf_6, nand4_1, a22oi_2, buf_2 |
| Final Cycle Share | 98.5% |
| Ys cells | 48 |
| Crit path DRT | 0.80 ns |
| Clock buffer cells | 0 |
| CP max stage delay | approximately 0.13 ns |
| RSZ-0062 raised after global routing | true |
| Worst-path cell chain | buf_12, buf_6, a22oi_2, nand4_1, buf_2 |
| Syn. warnings | 0 |
| Dpl cell area | 0.00117 mm2 |
| Site Rows | 21 |
| P_int | 0.000284 W |
| DRT met1 WL | 1090 um |
| Crit path max-delay family | buffers and inverters |
| Registers | 0 |
| Final hold violation count | 0 |
| Overflow after GRT | 0 |
| DIE HEIGHT | 80 um |
| Mapped cell area | 379 um2 |
| CP Max Fanout | 6 |
| HP Class | input pin to output port |
| Crit path DAT | around 0.79 ns |
| Remaining routing DRC violations | 0 |
| Pins over their slew limit | 0 |
| Slowest CP cell | buf_2 |
| Layout area overhead | 216% |
| Via density | 4.42 |
| GPL Wtd Cong | between 0.8 and 0.9 |
| Met2 wire len | 1820 um |
| Critical Path Stages | 5 |
| Ant diodes | 0 |
| Layout cells sized above 1 | 61.6% |
| WL final | 3090 um |
| Synth Seq Share | 0% |
| Tool warning count | 34 |
| Mapped Avg Cell Area | between 7 and 8 um2 |
| Leak | around 0.48 nW |
==> metrics by stage <==
step	setup slack (ns)	power, W	instances	util [%]	TNS (ns)
5_1_grt	-0.0148	0.000479	171	35.0	-0.0464
3_3_place_gp	-0.843	0.000453	167	34.3	-6.55
6_report	0.0149	0.000442	171	35.0	0
3_5_place_dp	-0.862	0.000457	167	34.3	-6.76
4_1_cts	-0.0771	0.000419	172	34.8	-0.508
2_1_floorplan	0.246	0.000129	48	-	0
==> final cells by class <==
class / instances / area (um2)
well taps: 46 / 57.6
repair buffers: 85 / 708
fillers: 378 / 2220
multi-input cells: 40 / 430
==> power groups by stage <==
stage / Sequential (W) / Clock (W) / Combinational, W
4_1_cts: 0 / 0 / 0.000419
5_1_grt: 0 / 0 / 0.000479
6_report: 0 / 0 / 0.000442
==> Yosys cell counts <==
cell type,count
a22oi_1,29
a22oi_2,3
buf_2,2
buf_4,1
buf_6,5
nand4_1,8
==> worst min-delay path: stages <==
cell and delay, ns:
clkbuf_2 0.08, a22oi_2 0.05, nand4_1 0.08, buf_2 0.09
==> worst paths after layout <==
| kind | end | start |
|---|---|---|
| worst max-delay path | S[7] | sel_sub |
| worst min-delay path | S[3] | in_div[3] |
==> layer usage <==
metal / up-vias / GRT usage [%]
li1: 371 / -
met4: 0 / 0
met3: 0 / 1.25
met1: 359 / 10.7
met5: - / 0
met2: 25 / 18.0
==> logic make-up (layout without fill, tap and decap cells) <==
| logic type | count (synthesis) | count (layout) | share of synthesized area (%) |
|---|---|---|---|
| AND-OR/OR-AND | 32 | 32 | 67.3 |
| AND/OR/NAND/NOR | 8 | 8 | 13.2 |
| buffers and inverters | 8 | 85 | 19.5 |
==> layout by cell type, fill, tap and decap left out, drive strengths merged <==
cell type / n
clkdlybuf4s15: 36
a22oi: 32
clkbuf: 28
buf: 21
nand4: 8
==> timing repair <==
action,in CTS,in global routing
gates resized,159,116
endpoints found under the setup margin,8,8
pin swaps,40,40
hold buffers,0,0
buffers inserted,5,0
Power and IR drop assume default switching activity.
